==> ./design.v <==
module RAM (RAMEnable, AddressRAM, DataRAM, RWSelect, ReadClock, WriteClock);
input RAMEnable, RWSelect, ReadClock, WriteClock;
input [11-1:0] AddressRAM;  
inout [8-1:0] DataRAM;   
RAMMODULE #(2048,8,11) RAM (RAMEnable, DataRAM, AddressRAM, RWSelect, ReadClock, WriteClock);
endmodule
module RAMMODULE (_Enable, Data, Address, RWSelect, RClock, WClock);
parameter SIZE = 2048;  
parameter DATABITS = 8;
parameter ADDRESSBITS = 7;
inout [DATABITS-1:0] Data;
input [ADDRESSBITS-1:0] Address;
input RWSelect;  
input RClock,WClock,_Enable;
reg [DATABITS-1:0] Data_Regs [SIZE-1:0];
reg [DATABITS-1:0] DataBuff;
    always @(negedge WClock)
    begin
        if (~_Enable) Data_Regs [Address] <= Data;
    end
    always @(negedge RClock)
    begin
        if (~_Enable) DataBuff <= Data_Regs [Address];
    end
    assign Data = (RWSelect) ? DataBuff:'bz;
    endmodule
module METRICMEMORY (Reset, Clock1, Active, MMReadAddress, MMWriteAddress, MMBlockSelect, MMMetric, MMPathMetric);
input Reset, Clock1, Active, MMBlockSelect;
input [8*4-1:0] MMMetric;
input [6-1:0] MMWriteAddress;  
input [6-2:0] MMReadAddress;
output [8*2*4-1:0] MMPathMetric;
reg [8*4-1:0] M_REG_A [64-1:0];
reg [8*4-1:0] M_REG_B [64-1:0];
reg [8*2*4-1:0] MMPathMetric;
always @(negedge Clock1 or negedge Reset)
    begin
    if (~Reset)
    begin
        M_REG_A [63] <= 0;M_REG_A [62] <= 0;M_REG_A [61] <= 0;
        M_REG_A [60] <= 0;M_REG_A [59] <= 0;M_REG_A [58] <= 0;
        M_REG_A [57] <= 0;M_REG_A [56] <= 0;M_REG_A [55] <= 0;
        M_REG_A [54] <= 0;M_REG_A [53] <= 0;M_REG_A [52] <= 0;
        M_REG_A [51] <= 0;M_REG_A [50] <= 0;M_REG_A [49] <= 0;
        M_REG_A [48] <= 0;M_REG_A [47] <= 0;M_REG_A [46] <= 0;
        M_REG_A [45] <= 0;M_REG_A [44] <= 0;M_REG_A [43] <= 0;
        M_REG_A [42] <= 0;M_REG_A [41] <= 0;M_REG_A [40] <= 0;
        M_REG_A [39] <= 0;M_REG_A [38] <= 0;M_REG_A [37] <= 0;
        M_REG_A [36] <= 0;M_REG_A [35] <= 0;M_REG_A [34] <= 0;
        M_REG_A [33] <= 0;M_REG_A [32] <= 0;M_REG_A [31] <= 0;
        M_REG_A [30] <= 0;M_REG_A [29] <= 0;M_REG_A [28] <= 0;
        M_REG_A [27] <= 0;M_REG_A [26] <= 0;M_REG_A [25] <= 0;
        M_REG_A [24] <= 0;M_REG_A [23] <= 0;M_REG_A [22] <= 0;
        M_REG_A [21] <= 0;M_REG_A [20] <= 0;M_REG_A [19] <= 0;
        M_REG_A [18] <= 0;M_REG_A [17] <= 0;M_REG_A [16] <= 0;
        M_REG_A [15] <= 0;M_REG_A [14] <= 0;M_REG_A [13] <= 0;
        M_REG_A [12] <= 0;M_REG_A [11] <= 0;M_REG_A [10] <= 0;
        M_REG_A [9] <= 0;M_REG_A [8] <= 0;M_REG_A [7] <= 0;
        M_REG_A [6] <= 0;M_REG_A [5] <= 0;M_REG_A [4] <= 0;
        M_REG_A [3] <= 0;M_REG_A [2] <= 0;M_REG_A [1] <= 0;
        M_REG_A [0] <= 0;
        M_REG_B [63] <= 0;M_REG_B [62] <= 0;M_REG_B [61] <= 0;
        M_REG_B [60] <= 0;M_REG_B [59] <= 0;M_REG_B [58] <= 0;
        M_REG_B [57] <= 0;M_REG_B [56] <= 0;M_REG_B [55] <= 0;
        M_REG_B [54] <= 0;M_REG_B [53] <= 0;M_REG_B [52] <= 0;
        M_REG_B [51] <= 0;M_REG_B [50] <= 0;M_REG_B [49] <= 0;
        M_REG_B [48] <= 0;M_REG_B [47] <= 0;M_REG_B [46] <= 0;
        M_REG_B [45] <= 0;M_REG_B [44] <= 0;M_REG_B [43] <= 0;
        M_REG_B [42] <= 0;M_REG_B [41] <= 0;M_REG_B [40] <= 0;
        M_REG_B [39] <= 0;M_REG_B [38] <= 0;M_REG_B [37] <= 0;
        M_REG_B [36] <= 0;M_REG_B [35] <= 0;M_REG_B [34] <= 0;
        M_REG_B [33] <= 0;M_REG_B [32] <= 0;M_REG_B [31] <= 0;
        M_REG_B [30] <= 0;M_REG_B [29] <= 0;M_REG_B [28] <= 0;
        M_REG_B [27] <= 0;M_REG_B [26] <= 0;M_REG_B [25] <= 0;
        M_REG_B [24] <= 0;M_REG_B [23] <= 0;M_REG_B [22] <= 0;
        M_REG_B [21] <= 0;M_REG_B [20] <= 0;M_REG_B [19] <= 0;
        M_REG_B [18] <= 0;M_REG_B [17] <= 0;M_REG_B [16] <= 0;
        M_REG_B [15] <= 0;M_REG_B [14] <= 0;M_REG_B [13] <= 0;
        M_REG_B [12] <= 0;M_REG_B [11] <= 0;M_REG_B [10] <= 0;
        M_REG_B [9] <= 0;M_REG_B [8] <= 0;M_REG_B [7] <= 0;
        M_REG_B [6] <= 0;M_REG_B [5] <= 0;M_REG_B [4] <= 0;
        M_REG_B [3] <= 0;M_REG_B [2] <= 0;M_REG_B [1] <= 0;
        M_REG_B [0] <= 0;
    end
    else
        begin
            if (Active) 
                case (MMBlockSelect)
                    0 : M_REG_A [MMWriteAddress] <= MMMetric;  
                    1 : M_REG_B [MMWriteAddress] <= MMMetric;  
                endcase
        end
    end
always @(MMReadAddress or Reset)
begin
    if (~Reset) MMPathMetric <=0;
        else begin
        case (MMBlockSelect)
        0 : case (MMReadAddress)     
            0 : MMPathMetric <= {M_REG_B [1],M_REG_B[0]};
            1 : MMPathMetric <= {M_REG_B [3],M_REG_B[2]};
            2 : MMPathMetric <= {M_REG_B [5],M_REG_B[4]}; 
            3 : MMPathMetric <= {M_REG_B [7],M_REG_B[6]};
            4 : MMPathMetric <= {M_REG_B [9],M_REG_B[8]};
            5 : MMPathMetric <= {M_REG_B [11],M_REG_B[10]}; 
            6 : MMPathMetric <= {M_REG_B [13],M_REG_B[12]}; 
            7 : MMPathMetric <= {M_REG_B [15],M_REG_B[14]};
            8 : MMPathMetric <= {M_REG_B [17],M_REG_B[16]};
            9 : MMPathMetric <= {M_REG_B [19],M_REG_B[18]};
            10 : MMPathMetric <= {M_REG_B [21],M_REG_B[20]};
            11 : MMPathMetric <= {M_REG_B [23],M_REG_B[22]};
            12 : MMPathMetric <= {M_REG_B [25],M_REG_B[24]};
            13 : MMPathMetric <= {M_REG_B [27],M_REG_B[26]};
            14 : MMPathMetric <= {M_REG_B [29],M_REG_B[28]};
            15 : MMPathMetric <= {M_REG_B [31],M_REG_B[30]};
            16 : MMPathMetric <= {M_REG_B [33],M_REG_B[32]};
            17 : MMPathMetric <= {M_REG_B [35],M_REG_B[34]};
            18 : MMPathMetric <= {M_REG_B [37],M_REG_B[36]}; 
            19 : MMPathMetric <= {M_REG_B [39],M_REG_B[38]};
            20 : MMPathMetric <= {M_REG_B [41],M_REG_B[40]};
            21 : MMPathMetric <= {M_REG_B [43],M_REG_B[42]}; 
            22 : MMPathMetric <= {M_REG_B [45],M_REG_B[44]}; 
            23 : MMPathMetric <= {M_REG_B [47],M_REG_B[46]};
            24 : MMPathMetric <= {M_REG_B [49],M_REG_B[48]};
            25 : MMPathMetric <= {M_REG_B [51],M_REG_B[50]};
            26 : MMPathMetric <= {M_REG_B [53],M_REG_B[52]}; 
            27 : MMPathMetric <= {M_REG_B [55],M_REG_B[54]};
            28 : MMPathMetric <= {M_REG_B [57],M_REG_B[56]};
            29 : MMPathMetric <= {M_REG_B [59],M_REG_B[58]}; 
            30 : MMPathMetric <= {M_REG_B [61],M_REG_B[60]}; 
            31 : MMPathMetric <= {M_REG_B [63],M_REG_B[62]};
            endcase
        1 : case (MMReadAddress)  
        0 : MMPathMetric <= {M_REG_A [1],M_REG_A[0]};
        1 : MMPathMetric <= {M_REG_A [3],M_REG_A[2]};
        2 : MMPathMetric <= {M_REG_A [5],M_REG_A[4]}; 
        3 : MMPathMetric <= {M_REG_A [7],M_REG_A[6]};
        4 : MMPathMetric <= {M_REG_A [9],M_REG_A[8]};
        5 : MMPathMetric <= {M_REG_A [11],M_REG_A[10]}; 
        6 : MMPathMetric <= {M_REG_A [13],M_REG_A[12]}; 
        7 : MMPathMetric <= {M_REG_A [15],M_REG_A[14]};
        8 : MMPathMetric <= {M_REG_A [17],M_REG_A[16]};
        9 : MMPathMetric <= {M_REG_A [19],M_REG_A[18]};
        10 : MMPathMetric <= {M_REG_A [21],M_REG_A[20]};
        11 : MMPathMetric <= {M_REG_A [23],M_REG_A[22]};
        12 : MMPathMetric <= {M_REG_A [25],M_REG_A[24]};
        13 : MMPathMetric <= {M_REG_A [27],M_REG_A[26]};
        14 : MMPathMetric <= {M_REG_A [29],M_REG_A[28]};
        15 : MMPathMetric <= {M_REG_A [31],M_REG_A[30]};
        16 : MMPathMetric <= {M_REG_A [33],M_REG_A[32]};
        17 : MMPathMetric <= {M_REG_A [35],M_REG_A[34]};
        18 : MMPathMetric <= {M_REG_A [37],M_REG_A[36]}; 
        19 : MMPathMetric <= {M_REG_A [39],M_REG_A[38]};
        20 : MMPathMetric <= {M_REG_A [41],M_REG_A[40]};
        21 : MMPathMetric <= {M_REG_A [43],M_REG_A[42]}; 
        22 : MMPathMetric <= {M_REG_A [45],M_REG_A[44]}; 
        23 : MMPathMetric <= {M_REG_A [47],M_REG_A[46]};
        24 : MMPathMetric <= {M_REG_A [49],M_REG_A[48]};
        25 : MMPathMetric <= {M_REG_A [51],M_REG_A[50]};
        26 : MMPathMetric <= {M_REG_A [53],M_REG_A[52]}; 
        27 : MMPathMetric <= {M_REG_A [55],M_REG_A[54]};
        28 : MMPathMetric <= {M_REG_A [57],M_REG_A[56]};
        29 : MMPathMetric <= {M_REG_A [59],M_REG_A[58]}; 
        30 : MMPathMetric <= {M_REG_A [61],M_REG_A[60]}; 
        31 : MMPathMetric <= {M_REG_A [63],M_REG_A[62]};
            endcase
        endcase
     end
end
endmodule
==> ./run.sh <==
#!/bin/bash
# OpenROAD 26Q1-2900-gdf79404cd8, Yosys 0.63+post, stock flow scripts
make -C /OpenROAD-flow-scripts/flow DESIGN_CONFIG=/design/flow/config.mk WORK_HOME=/design/flow/orfs finish
==> ./config.mk <==
export PLATFORM = sky130hd
export DESIGN_NAME = RAM
export DESIGN_NICKNAME = RAM
export VERILOG_FILES = /design/flow/design.v
export SDC_FILE = /design/flow/constraint.sdc
export NUM_CORES = 4
export LEC_CHECK = 1
export CORE_UTILIZATION = 50
export SYNTH_MEMORY_MAX_BITS = 65536
==> ./constraint.sdc <==
current_design RAM

set clk_period 76.4
set clk_io_pct 0.2

create_clock -name clk0 -period $clk_period [get_ports {ReadClock}]
create_clock -name clk1 -period $clk_period [get_ports {WriteClock}]

set non_clock_inputs [all_inputs -no_clocks]
set_input_delay [expr $clk_period * $clk_io_pct] -clock clk0 $non_clock_inputs
set_output_delay [expr $clk_period * $clk_io_pct] -clock clk0 [all_outputs]
==> results.json <==
{
  "ys_seq_share_pct": 78.2,
  "syn_area_um2": 630000,
  "post_dp_cell_area_um2": 651000,
  "cts_setup_buffers": 0,
  "dpl.hpwl_um": 1070000,
  "lastStage": "4_1_cts",
  "die_w_um": 1120,
  "synth_top_flop_cell": "edfxtp_1",
  "synthTopCellsByCount": "edfxtp_1, mux2i_1, o22ai_1, nor2_1, buf_2",
  "syn_avg_cell_area_um2": 18.0,
  "portBuffers": 12,
  "ys_ff": 16392,
  "largest_area_cell": "edfxtp_1",
  "fp-utilization_pct": 50.2,
  "ys_cells": 34970,
  "netlist_instances": 34970,
  "ys_types": 35,
  "outcome": "stopped before the end",
  "error_line": "[error] [KeplerFormal.cpp:679] Workflow failed: Iso has multiple drivers: .DataRAM1, place3192.X0",
  "die_h_um": 1120,
  "synth-edff-count": 16392,
  "clkSinkCount": 16392,
  "yosysWarnings": 2,
  "async_flop_share_pct": 0,
  "top_cells_by_area": "edfxtp_1, mux2i_1, o22ai_1",
  "ios": 23,
  "yosysTopAreaCellShare_pct": 78.2,
  "postCtsResizedCells": 0,
  "yosysChipArea_um2": 630000,
  "place_congestion": 0.910,
  "num_rows": 411,
  "cts_hold_buf": 4,
  "synthMostInstantiatedCell": "edfxtp_1"
}
==> cell families after synthesis <==
family          after synthesis  share of synthesized area (%)
flops                     16392                           78.2
mux                        8192                           13.0
compound gates             4640                           4.51
simple gates               3447                           2.55
buf+inv                    2299                           1.73
==> stage by stage <==
| step | std cells | utilization, % | setup WS, ns |
|---|---|---|---|
| 2_1_floorplan | 34970 | - | -0.816 |
| 3_3_place_gp | 50727 | 51.9 | 12.79 |
| 3_5_place_dp | 50727 | 51.9 | 12.75 |
