`config.mk`:
```
export PLATFORM = sky130hd
export DESIGN_NAME = MMU
export DESIGN_NICKNAME = MMU
export VERILOG_FILES = /design/flow/design.v
export SDC_FILE = /design/flow/constraint.sdc
export NUM_CORES = 4
export LEC_CHECK = 1
export CORE_AREA = 10 10 96 96
export DIE_AREA = 0 0 106 106
```
`constraint.sdc`:
```
current_design MMU

set clk_period 1.0
set clk_io_pct 0.2

create_clock -name clk0 -period $clk_period [get_ports {CLOCK}]
create_clock -name clk1 -period $clk_period [get_ports {Clock1}]
create_clock -name clk2 -period $clk_period [get_ports {Clock2}]

set non_clock_inputs [all_inputs -no_clocks]
set_input_delay [expr $clk_period * $clk_io_pct] -clock clk0 $non_clock_inputs
set_output_delay [expr $clk_period * $clk_io_pct] -clock clk0 [all_outputs]
```
`design.v`:
```
module MMU (CLOCK, Clock1, Clock2, Reset, Active, Hold, Init, ACSPage, 
ACSSegment_minusLSB, Survivors, 
DataTB, AddressTB,
RWSelect, ReadClock, WriteClock, 
RAMEnable, AddressRAM, DataRAM);
input CLOCK, Clock1, Clock2, Reset, Active, Hold, Init;
input [6-1:0] ACSPage;
input [6-2:0] ACSSegment_minusLSB;
input [4-1:0] Survivors;
output [8-1:0] DataTB;
input [11-6-1:0] AddressTB;
output RWSelect, ReadClock, WriteClock, RAMEnable;
output [11-1:0] AddressRAM;
inout [8-1:0] DataRAM;
wire [8-1:0] WrittenSurvivors;
reg dummy, SurvRDY;
reg [11-1:0] AddressRAM;
reg [6-1:0] TBPage;
wire [6-1:0] TBPage_;
wire [6-1:0] ACSPage;
wire [5-1:0] AddressTB;
always @(posedge Clock2 or negedge Reset) 
if (~Reset) dummy <= 0;else if (Active) dummy <= ~dummy;
assign WriteClock = (Active && ~dummy) ? Clock1:0;
assign ReadClock = (Active && ~Hold) ? ~Clock1:0;
always @(posedge Clock1 or negedge Reset) 
if (~Reset) SurvRDY <= 1; else if (Active) SurvRDY <= ~SurvRDY;
ACSSURVIVORBUFFER buff (Reset, Clock1, Active, SurvRDY, Survivors, 
WrittenSurvivors);
always @(negedge Clock2 or negedge Reset)
begin
if (~Reset) begin
TBPage <= 0;
end
else if (Init) TBPage <= ACSPage-1;
else TBPage <= TBPage_;
end
assign TBPage_ = TBPage - 1;
assign RAMEnable = 0;
assign RWSelect = (Clock2) ? 1:0;
assign DataRAM = (~Clock2) ? WrittenSurvivors:'bz;
assign DataTB = (Clock2) ? DataRAM:'bz;
always @(posedge CLOCK or negedge Reset)
begin
if (~Reset) AddressRAM <= 0;
else
if (Active) begin
if (Clock2 == 0)  
begin
AddressRAM <= {ACSPage, ACSSegment_minusLSB};
end
else  
begin
AddressRAM <= {TBPage [6-1:0],AddressTB};
end
end
end
endmodule
module ACSSURVIVORBUFFER (Reset, Clock1, Active, SurvRDY, Survivors, 
WrittenSurvivors);
input Reset, Clock1, Active, SurvRDY;
input [4-1:0] Survivors;
output [8-1:0] WrittenSurvivors;
wire [8-1:0] WrittenSurvivors;
reg [4-1:0] WrittenSurvivors_;
always @(posedge Clock1 or negedge Reset)
begin
if (~Reset) WrittenSurvivors_ = 0;
else if (Active)
WrittenSurvivors_ = Survivors;
end
assign WrittenSurvivors = (SurvRDY) ? {Survivors, WrittenSurvivors_}:8'bz;
endmodule
```
`run.sh`:
```
#!/bin/bash
# OpenROAD 26Q1-2900-gdf79404cd8, Yosys 0.63+post, stock flow scripts
make -C /OpenROAD-flow-scripts/flow DESIGN_CONFIG=/design/flow/config.mk WORK_HOME=/design/flow/orfs finish
```
==> GITHUB_STEP_SUMMARY <==
### Metrics collected by this job

| Metric | Value |
|---|---|
| Result of the run | did not finish |
| Stopped at | clock tree synthesis (4_1_cts) |
| First error line in the log | [error] [KeplerFormal.cpp:679] Workflow failed: Iso has multiple drivers: .Survivors0, input22.X0 |
| Floorplan Utilization | 16.1% |
| Synth area leader | sky130_fd_sc_hd__dfrtp_1 |
| Most frequent cells after synthesis | 17 x sky130_fd_sc_hd__mux2i_1, 16 x sky130_fd_sc_hd__dfrtp_1, 15 x sky130_fd_sc_hd__buf_4 |
| Number of instances in the synthesized netlist | roughly 110 |
| Syn Std Cell Area | 1160 sq um |
| Port bufs | 46 |
| Async SR Flop Fraction | 100% |
| Number of cells in the design after placement | 256 |
| Resized Gates After CTS | 120 |
| Average footprint of a synthesized cell | 11.0 sq um |
| Core Rows | 31 |
| Die outline height | ~110 um |
| Width of the die | 106 um |
| Part of the Yosys area used for sequential elements | 47.5% |
| Hpwl dp | 2780 um |
| Main flop type | sky130_fd_sc_hd__dfrtp_1 |
| Final estimated routing congestion in global placement | ~0.8 |
| Number of library cell types mapped by synthesis | 21 |
| Most frequently used cell type in the post-synthesis netlist | sky130_fd_sc_hd__mux2i_1 |
| Post-cts hold-fix buffer tally | 0 |
| Top cells, area | sky130_fd_sc_hd__dfrtp_1 35%, sky130_fd_sc_hd__mux2i_1 15%, sky130_fd_sc_hd__dfrtn_1 13%, sky130_fd_sc_hd__buf_4 9.7%, sky130_fd_sc_hd__a21oi_1 4.7% |
| Top-level I/O count | ~58 |
| Count of library flops with an enable pin | 0 |
| Post-CTS setup repair buffer count | 16 |
| Count of instantiated cells in the yosys netlist | 105 |
| Area share of the leading cell type in the synthesized netlist | 34.5% |
| Summed standard-cell area reported by yosys | 1160 sq um |
| Yosys warning count | 5 |
| Total of flip-flops plus latches after synthesis | 22 |
==> cells by family after synthesis <==
group	share of synthesized area [%]
and+or+nand+nor	10.0
other	0.323
adders and majority gates	1.08
buffers and inverters	12.3
xor gates and xnor gates	4.53
AOI/OAI and AO/OA	5.72
muxes	18.6
DFF	47.5
==> per-stage QoR <==
step	total power, mW	instance area, sq um	setup slack (ps)
2_1_floorplan	2.29	1180	-585
3_3_place_gp	3.01	1810	-1120
3_5_place_dp	2.98	1810	-1160
Power and IR drop assume default switching activity.
